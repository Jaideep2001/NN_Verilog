**./run.sh**
```bash
#!/bin/bash
# OpenROAD 26Q1-2900-gdf79404cd8, Yosys 0.63+post, stock flow scripts
make -C /OpenROAD-flow-scripts/flow DESIGN_CONFIG=/design/flow/config.mk WORK_HOME=/design/flow/orfs finish
```
**./design.v**
```verilog
module weights_rom(
    input [1:0] layer_number,
    output reg [279:0] weights_and_biases,
    output reg [3:0] weight_matrix_rows,
    output reg [3:0] weight_matrix_columns
);
always @(*)
begin
    case(layer_number)
    2'd0:begin  
        weights_and_biases = {
            -10'sd122, -10'sd183, -10'sd254,         
            -10'sd187, 10'sd309, 10'sd180,                
            10'sd175, 10'sd226, 10'sd238,               
            10'sd117, 10'sd70, 10'sd39                
        };
        weight_matrix_rows = 4'd3;
        weight_matrix_columns = 4'd3;
    end
    2'd1:begin  
        weights_and_biases = {
            10'sd0,
            -10'sd109,
            10'sd122,
            10'sd0,
            -10'sd166,
            10'sd0,
            -10'sd108, -10'sd40,  -10'sd142, -10'sd163, 10'sd122,  -10'sd34,
            -10'sd70,  10'sd189,  10'sd7, -10'sd152, 10'sd103,  -10'sd56,
            -10'sd144, 10'sd105,  10'sd148, -10'sd32,  10'sd148,  -10'sd142
        };
        weight_matrix_rows = 4'd3;
        weight_matrix_columns = 4'd6;
    end
    2'd2:begin  
        weights_and_biases = {
            -10'sd13,      
            -10'sd51,      
            10'sd0,       
            -10'sd147,     
            10'sd169,  10'sd157,  10'sd43,   10'sd56,
            -10'sd135, -10'sd160, -10'sd64,   10'sd268,
            -10'sd52,   10'sd82,  -10'sd152, -10'sd81,
            10'sd83,  -10'sd152,  10'sd3,   -10'sd67,
            10'sd128,  10'sd153, -10'sd7,    10'sd254,
            -10'sd62,  -10'sd174, 10'sd41,   -10'sd60
        };
        weight_matrix_rows = 4'd6;
        weight_matrix_columns = 4'd4;
    end
    2'd3:begin  
        weights_and_biases = {
                -10'sd82,  
                -10'sd220, 10'sd8, 10'sd273, 10'sd121
        };
        weight_matrix_rows = 4'd4;
        weight_matrix_columns = 4'd1;
    end
    endcase
end
endmodule
module weightBiasBlock(
    input clk,
    input [279:0] weights_and_biases,
    input [3:0] weight_matrix_rows,
    input [3:0] weight_matrix_columns,
    output reg [279:0] WB_register,
    output reg [3:0] rows,
    output reg [3:0] cols
);
always @(posedge clk)begin
    WB_register <= weights_and_biases;
    rows <= weight_matrix_rows;
    cols <= weight_matrix_columns;
end
endmodule
module input_register(
    input clk,
    input [383:0] data_in,  
    output reg [383:0] data_out
);
    always @(posedge clk) begin
        data_out <= data_in;
    end
endmodule
module alu_result_register(
    input clk,
    input [383:0] alu_result,
    output reg [383:0] alu_data
);
    always @(posedge clk) begin
        alu_data <= alu_result;
    end
endmodule
module muxer(
    input [383:0] input_data,
    input [383:0] ALU_feedback,
    output reg [383:0] output_data,
    input select_line
);
always @(*)begin
    case(select_line)
        0:begin
            output_data = input_data;
        end
        1:begin
            output_data = ALU_feedback;
        end
    endcase
end
endmodule
module ALU(
    input clk,
    input enable,
    input [279:0] WB_register,
    input [3:0] rows,
    input [3:0] cols,
    input [383:0] input_data,
    output reg [383:0] output_data
);
integer i, j;
reg signed [31:0] res = 0;
reg signed [63:0] input_element;
reg signed [63:0] weight;
reg signed [63:0] temp64;
reg signed [9:0] temp10;
reg signed [63:0] result_array [0:5];
always @(posedge clk)begin
    if (enable) begin
    for (j = 0; j < cols; j = j + 1) begin
        res = 0;
        for (i = 0; i < rows; i = i + 1) begin
            temp64 = ((input_data >> (64*(rows - 1 - i))) & 64'hFFFFFFFFFFFFFFFF);
            input_element = $signed(temp64);
            temp10 = ((WB_register >> (10*(j+cols*i))) & 10'h3FF);
            weight = {{54{temp10[9]}}, temp10};
            res = res + input_element*weight;
        end
        temp10 = ((WB_register >> (10*(j+cols*rows))) & 10'h3FF);
        weight = {{54{temp10[9]}}, temp10};
        res = res + weight;
        result_array[j] = res;
    end
    output_data = 384'd0;
    for (j = 0; j < cols; j = j + 1)begin
        output_data = output_data | (result_array[j] << (64*(cols-1-j)));
    end
    end
end
endmodule
```
**./constraint.sdc**
```tcl
current_design muxer

set clk_period 1.0
set clk_io_pct 0.2

create_clock -name clk0 -period $clk_period

set non_clock_inputs [all_inputs -no_clocks]
set_input_delay [expr $clk_period * $clk_io_pct] -clock clk0 $non_clock_inputs
set_output_delay [expr $clk_period * $clk_io_pct] -clock clk0 [all_outputs]
```
**./config.mk**
```make
export PLATFORM = sky130hd
export DESIGN_NAME = muxer
export DESIGN_NICKNAME = muxer
export VERILOG_FILES = /design/flow/design.v
export SDC_FILE = /design/flow/constraint.sdc
export NUM_CORES = 4
export LEC_CHECK = 1
export CORE_AREA = 10 10 443 443
export DIE_AREA = 0 0 453 453
export SYNTH_HDL_FRONTEND = slang
```
==> run_results.csv <==
group,metric,value,unit
finish,area_delta_synth_final,266.2,%
global_routing,track_usage,17.07,%
sta,final_max_slew_viol_count,0,
logic_synthesis,adder_share,0,%
setup_path,cp-endpoint,"output_data[312]",
flow_run,warning_count,35,
run_status,violations,"setup timing",
setup_path,slowest_delay,480,ps
setup_path,critPathBufInv,4,
logic_synthesis,syn-cell-area,6206,um2
setup_path,startpoint,"select_line",
global_routing,grt_max_degree,27,
sta,tightest_slew,415.9,ps
placed_design,place.gp.congestion,1.095,
global_routing,grt.overflow.total,0,
floorplanning,row_count,158,
route,drc,0,
finish,nClkBuffers,0,
logic_synthesis,mux_share,91.45,%
setup_path,crit_fanout,18,
route,drtIter0Drc,468,
finish,final_util,12.22,%
setup_path,cp-start-kind,"input port",
sta,relSlewSlack,72.27,%
route,drt-total-wl,183.1,mm
global_routing,grt_pass1_wl,203.5,mm
logic_synthesis,netlist_logic_family_top,"multiplexers",
logic_synthesis,ys_chip_area,6206,um2
floorplanning,die-width,453,um
flow_run,maxCapViolations,0,
floorplanning,die_area,205200,um2
setup_path,cp-end-kind,"primary output",
setup_path,crit_type,"input port to primary output",
placed_design,dp_hpwl,174.8,mm
setup_path,path_depth,5,
logic_synthesis,netlist_top_cells_area,"mux2_4 (87%), buf_6 (5.1%), mux2_2 (4.4%)",
power,ir_worst_vdd,0.2027,mV
sta,setup_violations,384,
global_routing,grt_pass1_vias,9987,
setup_path,path_common_cell,"buf_12",
route,antenna_left,0,
logic_synthesis,ys_sh_xor,0,%
finish,lay_top_cells,"clkdlybuf4s50_1 (850), mux2_4 (369), buf_4 (105)",
power,leakage,9.500,nW
cts,holdBufCountCts,0,
logic_synthesis,yosysUniqueCellTypes,6,
logic_synthesis,synthAoiAreaFrac,0,%
setup_path,cpMaxStageDelayCell,"clkdlybuf4s50_1",
route,routed_via_density,2.501,
min_path,hp-class,"input port to primary output",
floorplanning,io_pins,1153,
floorplanning,die_y,453,um
power,p_total,0.01139,W
finish,final_layout_size_suffix_gt1_share,45.83,%
finish,final_common_cell,"clkdlybuf4s50_1",
sta,holdWs,812.1,ps
setup_path,crit_family,"buffers and inverters",
finish,ff_latch_area,0,um2
sta,finalHoldViolCount,0,
route,via_count,10510,
logic_synthesis,avgSynthCellArea,14.53,um2
placed_design,portBuffers,1153,
sta,rsz0062_at_grt,"true",
setup_path,worstPathCellList,"buf_12 -> buf_16 -> buf_12 -> mux2_4 -> clkdlybuf4s50_1",
logic_synthesis,yosys.area_share.simple,0,%
logic_synthesis,ys_seq_share,0,%
sta,setup_ws,-800.3,ps
global_routing,antenna_found_initial,273,
floorplanning,core-area,186000,um2
run_status,status,"finished, violations left",
sta,finalCriticalPeriod,1800,ps
sta,fin_crit_sh,180.0,%
logic_synthesis,synth.yosys.warnings,0,
setup_path,crit_arrival,1600,ps
finish,seq_cell_count,0,
logic_synthesis,yosys.area.top_type,"mux2_4",
logic_synthesis,synth_top_area_share,87.10,%
setup_path,cp_data_required_time,800,ps
logic_synthesis,syn-instance-count,427,
route,dr.pass1.iters,5,
logic_synthesis,ys_cells,427,
power,p_per_area,501.3,nW/um2
route,wl_per_cell,43.59,um
sta,fmax,555.5,MHz
floorplanning,fp_util,3.336,%
## Yosys cell counts
cell      n
buf_8    11
buf_6    28
buf_2     2
buf_12    2
mux2_2   24
mux2_4  360
## cells by family after synthesis
kind of cell,count (synthesis)
buffers and inverters,43
muxes,384
## repair_timing
| action | CTS | global route |
|---|---|---|
| pin swaps | 0 | 0 |
| endpoints found under the setup margin | 384 | 384 |
| cloned | 3 | 7 |
| setup buffers | 22 | 52 |
| gates resized | 204 | 308 |
## power by group
part | total, W | switching, W | internal, W
combinational | 0.0114 | 0.00420 | 0.00719
clock | 0.00000000591 | 0 | 0.00000000591
sequential | 0 | 0 | 0
## area by class of cell
| type | instances | area, um2 |
|---|---|---|
| Tap cell | 2480 | 3103 |
| Multi-Input combinational cell | 384 | 5709 |
| Timing Repair Buffer | 1294 | 13810 |
| Fill cell | 21110 | 163300 |
| Antenna cell | 43 | 107.6 |
## metal layers
layer  global-route usage (%)  vias up  wire length [um]
li1                         -     4203                 -
met1                    18.76     4774             65440
met2                    30.37      981             91070
met3                    8.328      430             20850
met4                    1.880      118              5007
met5                        0        -               770
## stage by stage
step / std cells / setup TNS (ps) / area, um2 / setup slack (ps)
floorplan: 427 / -33350 / 6374 / -97.23
global placement: 4077 / -279800 / 21550 / -906.6
detailed placement: 4077 / -278900 / 21550 / -919.2
CTS: 4102 / -262220 / 21900 / -815.7
global route: 4168 / -240370 / 22640 / -828.7
finish: 4201 / -231600 / 22730 / -800.3
## tightest hold or removal path, delay by kind of cell
family   cells  cell delay, ps
buf+inv      2             240
mux          1             170
## worst min path at each step
stage	startpoint	end	slack, ps	cells past startpoint
after CTS	ALU_feedback[49]	output_data[49]	880	3
after global routing	input_data[84]	output_data[84]	840	3
final	input_data[84]	output_data[84]	810	3
Power is estimated from default activity; no workload was simulated.
